==> design.v <==
module safecrack_fsm (
    input  logic         clk,
    input  logic         rstn,
    input  logic [2:0] btn,        
    output logic [7:0] leds_green,   
    output logic       led_red      
);
    typedef enum logic [4:0] { 
        S0        = 5'b00001,   
        S1        = 5'b00010,   
        S2        = 5'b00100,   
        ERROR     = 5'b01000,   
        SUCCESS   = 5'b10000    
    } state_t;
    state_t state, next_state;
    logic [2:0] btn_prev, btn_edge, btn_pos;
    logic       any_btn_edge;
    localparam int CLK_FREQ_HZ = 50_000_000;
    localparam int DELAY_1S = CLK_FREQ_HZ;
    localparam int DELAY_ERROR = 3 * DELAY_1S;   
    localparam int DELAY_SUCCESS = 5 * DELAY_1S;  
    logic [$clog2(DELAY_SUCCESS)-1:0] delay_cnt, next_delay_cnt; 
    always_comb begin
        btn_pos = ~btn; 
        btn_edge = btn_pos & ~btn_prev;
        any_btn_edge = (|btn_edge);
    end 
    always_ff @(posedge clk or negedge rstn) begin
        if (~rstn) begin
            btn_prev    <= 3'b000;
            delay_cnt   <= 0;
            state       <= S0;
        end
        else begin
            btn_prev    <= btn_pos;
            delay_cnt   <= next_delay_cnt;
            state       <= next_state;
        end
    end
    always_comb begin
        next_state     = state;
        next_delay_cnt = delay_cnt;
        unique case (state)
            S0: begin
                if (any_btn_edge) begin
                    if (btn_edge == 3'b001) begin  
                        next_state = S1;
                    end else begin  
                        next_state     = ERROR;
                        next_delay_cnt = DELAY_ERROR; 
                    end
                end
            end
            S1: begin
                if (any_btn_edge) begin
                    if (btn_edge == 3'b010) begin  
                        next_state = S2;
                    end else begin  
                        next_state     = ERROR;
                        next_delay_cnt = DELAY_ERROR; 
                    end
                end
            end
            S2: begin
                if (any_btn_edge) begin
                    if (btn_edge == 3'b100) begin  
                        next_state     = SUCCESS;
                        next_delay_cnt = DELAY_SUCCESS; 
                    end else begin  
                        next_state     = ERROR;
                        next_delay_cnt = DELAY_ERROR; 
                    end
                end
            end
            ERROR: begin
                if (delay_cnt > 0) begin
                    next_delay_cnt = delay_cnt - 1;
                end else begin
                    next_state     = S0; 
                    next_delay_cnt = 0;
                end
            end
            SUCCESS: begin
                if (delay_cnt > 0) begin
                    next_delay_cnt = delay_cnt - 1;
                end else begin
                    next_state     = S0; 
                    next_delay_cnt = 0;
                end
            end
            default: next_state = S0;
        endcase
    end
    always_comb begin
        leds_green = 8'b0000000; 
        led_red    = 1'b0;   
        case (state)
            S0:      leds_green = 8'b0000001;  
            S1:      leds_green = 8'b0000011;  
            S2:      leds_green = 8'b0000111;  
            ERROR: begin
                led_red    = 1'b1;    
                leds_green = 8'b0000000; 
            end
            SUCCESS: begin
                leds_green = 8'b1111111;  
                led_red    = 1'b0;   
            end
            default: ;
        endcase
    end
endmodule
==> run.sh <==
#!/bin/bash
# OpenROAD 26Q1-2900-gdf79404cd8, Yosys 0.63+post, stock flow scripts
make -C /OpenROAD-flow-scripts/flow DESIGN_CONFIG=/design/flow/config.mk WORK_HOME=/design/flow/orfs finish
==> config.mk <==
export PLATFORM = sky130hd
export DESIGN_NAME = safecrack_fsm
export DESIGN_NICKNAME = safecrack_fsm
export VERILOG_FILES = /design/flow/design.v
export SDC_FILE = /design/flow/constraint.sdc
export NUM_CORES = 4
export LEC_CHECK = 1
export CORE_UTILIZATION = 30
==> constraint.sdc <==
current_design safecrack_fsm

set clk_period 7.3
set clk_io_pct 0.2

create_clock -name clk0 -period $clk_period [get_ports {clk}]

set non_clock_inputs [all_inputs -no_clocks]
set_input_delay [expr $clk_period * $clk_io_pct] -clock clk0 $non_clock_inputs
set_output_delay [expr $clk_period * $clk_io_pct] -clock clk0 [all_outputs]
==> reports/metrics.cfg <==
[cts]
cts_sinks = 36
cts_tree = done
cts-root-buf = clkbuf_8
cts_setup_buffers = 0
htreeDepth = 2
clk_pin_slew_ns = 0.07
cts_buffers = 5
postCtsResizedCells = 0
cts_buffer_depth = 2
hold_buffers = 0
clock_latency_ns = 0.29

[final_timing]
tightest_slew_ns = 0.856
rsz0062_at_grt = false
skew_ns = 0.00727
slew_headroom_pct = 42.9
period_used_pct = 47.6
fin_crit_ns = 3.48
maxSlewViolCount = 0
holdWs_ns = 0.525
fin_tns_setup_ns = 0
finalHoldViolCount = 0
max_freq_ghz = 0.288
setup_viol = 0

[grt]
grt_pass1_wl_um = 9290
grt_pass1_vias = 1829
grt_max_degree = 37
antenna_found_initial = 0
grt_usage_pct = 15.6
grt_overflow = 0

[yosys]
xor_area_share_pct = 0
synth_cells = 251
edf_count = 0
yosys_area_um2 = 2250
synth-main-ff-cell = dfrtp_1
synthMuxAreaShare_pct = 0
ys_types = 53
ys_seq_share_pct = 40.2
ys_async_sr_fraction_pct = 100
syn_area_um2 = 2250
ys_top_logic_family = simple AND/OR/NAND/NOR gates
ys_sh_adder_pct = 1.11
yosys_warnings = 1
ys_cells = 251
simple_gate_area_share_pct = 27.7
avgSynthCellArea_um2 = 8.95
synth_flops = 36
ys_sh_aoi_pct = 24.9

[critical_path]
start_kind = input pin
startpoint = btn[1]
r2r-end = delay_cnt[13]$_DFFE_PN0P_
cp_top_family = simple AND/OR/NAND/NOR gates
cp-endpoint = delay_cnt[16]$_DFFE_PN0P_
rrSetupSlack_ns = 4.44
critPathArrivalTime_ns = 3.70
cpMostUsedCell = nand3_1
cp_num_cells = 6
cpPeakStageDelay_ns = 0.67
r2r-start = delay_cnt[5]$_DFFE_PN0P_
reg2reg_depth = 5
path_cells = clkdlybuf4s50_1 -> o22ai_1 -> a21o_1 -> nand3_1 -> or4b_1 -> nand3_1
cp_num_buf_inv = 1
critPathKind = in -> reg
slowest_stage = or4b_1
crit_fanout = 15
worstPathRequired_ns = 7.52
endpoint_kind = flop

[power_and_ir_drop]
p_sw_uw = 233
p_int_uw = 395
ir_drop_uv = 88.7
clkPwrFrac_pct = 23.5
p_comb_share_pct = 25.9
switching_share_pct = 37.2
p_total_uw = 628
p_seq_share_pct = 50.6
p_leak_uw = 0.000988
pwr_density_cell_nw_per_um2 = 251

[placement]
placed_cells = 348
io_buffer_count = 12
gp_congestion = 0.809
place_hpwl_um = 3600
postPlaceCellArea_um2 = 2410

[min_path]
hp-class = reg -> reg

[cells_and_area]
layout_top_cell = dfrtp_1
fill_cells = 733
fin_cells = 356
postLayoutCellArea_um2 = 2500
drive_above_1_share_pct = 9.34
area_growth_pct = 11.3
lay_top_cells = 35 x dfrtp_1, 20 x nor2_1, 15 x nor3_1

[die]
die_h_um = 88.5
fp.coreArea_um2 = 7250
dieArea_um2 = 7840
rows = 31
core_util_floorplan_pct = 31.0
ios = 14
chipWidth_um = 88.5

[drt]
wl_per_cell_um = 15.0
drt-pass1-iter-count = 4
first_iter_violations = 133
vias = 1972
detail-route-antenna-nets = 0
wl_met1_um = 2560
drc = 0
wl_met3_um = 351
wl_um = 5340
avgViaCountPerCell = 5.54
highest_layer = met4
dr_wl_met2_um = 2390
insertedDiodeCount = 0

[flow_run]
warnings = 26
drv_cap = 0

[status]
outcome = finished clean

-- how the worst min path moves through the flow --
stage                 slack (ns)                   endpoint  cells after the start                      start
after CTS                   0.53  delay_cnt[25]$_DFFE_PN0P_                      1  delay_cnt[25]$_DFFE_PN0P_
after global routing        0.54  delay_cnt[25]$_DFFE_PN0P_                      1  delay_cnt[25]$_DFFE_PN0P_
final                       0.53  delay_cnt[25]$_DFFE_PN0P_                      1  delay_cnt[25]$_DFFE_PN0P_
-- worst register-to-register path: stages (launching register included) --
cell and delay, ns:
dfrtp_1 0.41, nor4_4 0.71, nand4_2 0.27, o31ai_4 0.81, nor2_2 0.19, a221o_1 0.35
-- power by group through the flow --
stage         combinational (µW)  sequential [µW]  clock [µW]
CTS                          164              316         152
global route                 187              329         159
finish                       163              318         148
-- sequential cells by signal (all words and copies together) (netlist names) --
| name | flops |
|---|---|
| btn_prev | 3 |
| delay_cnt | 28 |
| state | 5 |
-- per-layer routing --
metal  vias to the layer above  global-route usage [%]
li1                        966                       -
met1                       950                    24.8
met2                        54                    23.3
met3                         2                    3.50
met4                         0                    1.32
met5                         -                       0
-- Yosys cell counts (5+ instances only) --
library cell / number / area share [%]
dfrtp_1: 35 / 39
nor2_1: 20 / 3.3
nor3_1: 15 / 3.3
inv_1: 13 / 2.2
nand2_1: 13 / 2.2
o21ai_0: 13 / 2.9
a21oi_1: 12 / 2.7
nand3_1: 11 / 2.5
a22o_1: 8 / 3.1
nor4_1: 8 / 2.2
o21ai_1: 8 / 1.8
clkbuf_1: 7 / 1.2
o22ai_1: 6 / 1.7
or3_1: 6 / 1.7
a21o_1: 5 / 1.7
buf_4: 5 / 1.7
o2bb2ai_1: 5 / 1.9
-- kinds of logic (layout without fill, tap and decap cells) --
kind of cell	Yosys count	in the layout
other	1	1
buffers and inverters	28	34
adders and majority gates	2	2
DFF	36	36
AOI/OAI and AO/OA	79	79
and+or+nand+nor	105	105
-- metrics by stage --
| step | setup slack [ns] | util [%] |
|---|---|---|
| floorplan | 4.53 | - |
| global placement | 3.60 | 33.2 |
| detailed placement | 3.49 | 33.2 |
| CTS | 3.81 | 34.5 |
| global route | 3.61 | 34.5 |
| finish | 3.82 | 34.5 |
-- final cells by class --
type                            count  area [µm²]  share of cell area (%)
Clock buffer                        6        82.6                    3.30
Clock inverter                      2        10.0                   0.400
Inverter                           13        48.8                    1.95
Multi-Input combinational cell    187        1210                    48.4
Sequential cell                    36         902                    36.1
Tap cell                           99         124                    4.95
Timing Repair Buffer               13         123                    4.90
No activity file was given, so power comes from the tool's default toggle rates.
